==> flow/design.v <==
`timescale 1ns / 1ps
module random(
    input               rst_n,    
    input               clk,       
    output reg [7:0]    rand_num 
);
    always@(posedge clk or negedge rst_n)
    begin
        if(!rst_n)
            rand_num    <=8'b10111001;
        else
            begin
                rand_num[0] <= rand_num[7];
                rand_num[1] <= rand_num[0];
                rand_num[2] <= rand_num[1];
                rand_num[3] <= rand_num[2];
                rand_num[4] <= rand_num[3]^rand_num[7];
                rand_num[5] <= rand_num[4]^rand_num[7];
                rand_num[6] <= rand_num[5]^rand_num[7];
                rand_num[7] <= rand_num[6];
            end
    end
endmodule
==> flow/run.sh <==
#!/bin/bash
# OpenROAD 26Q1-2900-gdf79404cd8, Yosys 0.63+post, stock flow scripts
make -C /OpenROAD-flow-scripts/flow DESIGN_CONFIG=/design/flow/config.mk WORK_HOME=/design/flow/orfs finish
==> flow/config.mk <==
export PLATFORM = sky130hd
export DESIGN_NAME = random
export DESIGN_NICKNAME = random
export VERILOG_FILES = /design/flow/design.v
export SDC_FILE = /design/flow/constraint.sdc
export NUM_CORES = 4
export LEC_CHECK = 1
export CORE_AREA = 10 10 70 70
export DIE_AREA = 0 0 80 80
==> flow/constraint.sdc <==
current_design random

set clk_period 1.2
set clk_io_pct 0.2

create_clock -name clk0 -period $clk_period [get_ports {clk}]

set non_clock_inputs [all_inputs -no_clocks]
set_input_delay [expr $clk_period * $clk_io_pct] -clock clk0 $non_clock_inputs
set_output_delay [expr $clk_period * $clk_io_pct] -clock clk0 [all_outputs]
==> impl_results.html <==
<h2>Implementation results</h2>
<table>
<tr><th>Metric</th><th>Value</th></tr>
<tr><th colspan="2">Run status</th></tr>
<tr><td>Run status</td><td>finished clean</td></tr>
<tr><th colspan="2">Floorplan</th></tr>
<tr><td>Die Size</td><td>6400 µm²</td></tr>
<tr><td>Count of boundary I/O pins</td><td>10</td></tr>
<tr><td>Core region area</td><td>3420 µm²</td></tr>
<tr><td>Core Density at Floorplan</td><td>6.81%</td></tr>
<tr><td>Cell Rows</td><td>21</td></tr>
<tr><td>Die y size</td><td>80 µm</td></tr>
<tr><td>Horizontal die size</td><td>80 µm</td></tr>
<tr><th colspan="2">GRT</th></tr>
<tr><td>Vias in the first global route</td><td>182</td></tr>
<tr><td>Overall overflow remaining after global route</td><td>0</td></tr>
<tr><td>Total Routing Usage GR</td><td>2.10%</td></tr>
<tr><td>Wire length of the first global-routing pass</td><td>1010 µm</td></tr>
<tr><td>Maximum number of pins on one net before global-route repair</td><td>9</td></tr>
<tr><td>Antenna violations before repair</td><td>0</td></tr>
<tr><th colspan="2">Layout</th></tr>
<tr><td>Largest register by flop count</td><td>rand_num</td></tr>
<tr><td>Number of fill cells</td><td>408</td></tr>
<tr><td>Flip-flop count of the largest register, all copies and words added</td><td>8</td></tr>
<tr><td>Layout cells sized above 1</td><td>63.3%</td></tr>
<tr><td>Area added between synthesis and finish</td><td>81.7%</td></tr>
<tr><td>Top Registers</td><td>rand_num (8)</td></tr>
<tr><td>Final design utilization</td><td>12.4%</td></tr>
<tr><th colspan="2">Final timing</th></tr>
<tr><td>Relative slew margins</td><td>76.8%</td></tr>
<tr><td>Final slew viol count</td><td>0</td></tr>
<tr><td>Pin slew with the least headroom to its limit</td><td>0.346 ns</td></tr>
<tr><td>Ratio of final minimum period to clock period</td><td>93.1%</td></tr>
<tr><td>Max Clk Rate</td><td>896 MHz</td></tr>
<tr><td>Number of setup violations in the final report</td><td>0</td></tr>
<tr><td>Unrepaired setup endpoints after global routing</td><td>no</td></tr>
<tr><td>Final worst clock skew</td><td>0.00317 ns</td></tr>
<tr><td>Final Critical Period</td><td>1.12 ns</td></tr>
<tr><td>Number of hold violations in the final report</td><td>0</td></tr>
<tr><th colspan="2">Synthesis</th></tr>
<tr><td>FF+latch count, synth</td><td>8</td></tr>
<tr><td>Share of the yosys chip area belonging to registers</td><td>88.7%</td></tr>
<tr><td>Unique cell types</td><td>3</td></tr>
<tr><td>Syn Std Cell Area</td><td>233 µm²</td></tr>
<tr><td>Cell count in the Yosys report</td><td>11</td></tr>
<tr><td>Number of synthesis warnings</td><td>1</td></tr>
<tr><td>Yosys stat chip area</td><td>233 µm²</td></tr>
<tr><td>Synth Area per Inst</td><td>21.2 µm²</td></tr>
<tr><td>Count of mapped cells out of synthesis</td><td>11</td></tr>
<tr><th colspan="2">Worst setup path</th></tr>
<tr><td>Worst Setup Start Kind</td><td>flop</td></tr>
<tr><td>Critical path endpoint category</td><td>primary output</td></tr>
<tr><td>Critical Path RT</td><td>0.96 ns</td></tr>
<tr><td>Worst Path Max Fanout</td><td>2</td></tr>
<tr><td>Critical path class</td><td>flop to primary output</td></tr>
<tr><td>Crit path largest cell delay</td><td>0.37 ns</td></tr>
<tr><td>Family with the most delay on the worst path</td><td>flip-flops</td></tr>
<tr><td>Worst Path Arrival</td><td>0.88 ns</td></tr>
<tr><td>Number of buffers and inverters on the critical path</td><td>1</td></tr>
<tr><td>Series of cell instances along the critical path</td><td>dlygate4sd2_1</td></tr>
<tr><td>Critical Path Slowest Stage Cell</td><td>sky130_fd_sc_hd__dfrtp_1</td></tr>
<tr><th colspan="2">Drt</th></tr>
<tr><td>DRT iter0 DRCs</td><td>1</td></tr>
<tr><td>WL/cell</td><td>7.64 µm</td></tr>
<tr><td>Number of antenna repair diodes</td><td>0</td></tr>
<tr><td>Count of TritonRoute iterations in the first routing pass</td><td>2</td></tr>
<tr><td>Number of vias per cell</td><td>2.00</td></tr>
<tr><td>Total number of vias</td><td>152</td></tr>
<tr><td>Drt total wl</td><td>581 µm</td></tr>
<tr><td>Final antenna-violating net count</td><td>0</td></tr>
<tr><td>Post-detailed-route DRC marker count</td><td>0</td></tr>
<tr><th colspan="2">Place</th></tr>
<tr><td>Number of buffer cells added on primary ports</td><td>9</td></tr>
<tr><td>Weighted congestion reported at the end of routability-driven placement</td><td>0.690</td></tr>
<tr><th colspan="2">Clock tree</th></tr>
<tr><td>Number of buffers inserted during clock tree synthesis</td><td>3</td></tr>
<tr><td>Clk sink count</td><td>8</td></tr>
<tr><td>Maximum root-to-sink buffer count</td><td>2</td></tr>
<tr><td>TritonCTS clock tree</td><td>done</td></tr>
<tr><td>Cell at the root of the clock tree</td><td>sky130_fd_sc_hd__clkbuf_4</td></tr>
<tr><td>Maximum level of the CTS H-tree</td><td>1</td></tr>
<tr><td>Insertion Delay late pin</td><td>0.25 ns</td></tr>
<tr><td>Clock transition at the registers of the reported paths</td><td>0.05 ns</td></tr>
<tr><th colspan="2">Run</th></tr>
<tr><td>Count of warning messages emitted by the tools</td><td>25</td></tr>
<tr><td>Number of max-capacitance violations reported</td><td>0</td></tr>
<tr><th colspan="2">Pwr</th></tr>
<tr><td>Worst ir drop on vdd</td><td>0.000572 V</td></tr>
<tr><td>Pwr/cell area</td><td>1170 nW/µm²</td></tr>
<tr><td>PnR Total Power</td><td>0.000495 W</td></tr>
<tr><td>Standby leakage power</td><td>0.226 nW</td></tr>
<tr><th colspan="2">Worst hold path</th></tr>
<tr><td>Hold WC Path Type</td><td>primary input to async pin</td></tr>
</table>
## per-stage QoR
stage	setup WS, ns	TNS, ns	instances	hold WS [ns]	instance area, µm²
after floorplan	0.419	0	11	-0.0556	233
after global placement	-0.0239	-0.0961	70	0.365	410
final	0.0833	0	76	0.257	423
after CTS	0.0619	0	76	0.266	423
after detailed placement	-0.0236	-0.0854	70	0.364	410
after global routing	0.0228	0	76	0.272	423
## synth_stat cells, drive strengths merged
cell,count,area (µm²)
dfrtp,3,75.1
xor2,3,26.3
dfstp,5,131
## metal layers
layer / vias up / share of wire (%) / GRT usage, %
li1: 71 / - / -
met1: 69 / 58 / 3.18
met2: 12 / 23 / 1.77
met3: 0 / 18 / 2.16
met4: 0 / 0 / 0.352
met5: - / 0 / 0
## power breakdown
group | leakage, nW | switching [W] | internal, W
logic | 0.118 | 0.00000478 | 0.00000288
clock network | 0.0150 | 0.0000893 | 0.000127
registers | 0.0935 | 0 | 0.000271
total | 0.226 | 0.0000940 | 0.000401
## cell usage in the layout, fill, tap and decap left out
cell type and instances:
sky130_fd_sc_hd__buf_4 6, sky130_fd_sc_hd__buf_2 5, sky130_fd_sc_hd__xor2_1 3, sky130_fd_sc_hd__clkbuf_4 3, sky130_fd_sc_hd__clkdlybuf4s50_1 1, sky130_fd_sc_hd__dlygate4sd2_1 3
sky130_fd_sc_hd__dfstp_2 5, sky130_fd_sc_hd__dfrtp_1 3, sky130_fd_sc_hd__clkbuf_1 1
## area by class of cell
cell class / instances / area [µm²] / area share (%)
flip-flops and latches: 8 / 206 / 48.8
repair buffers: 15 / 106 / 25.1
well taps: 46 / 57.6 / 13.6
multi-input cells: 3 / 26.3 / 6.21
clock buffers: 4 / 26.3 / 6.21
## worst paths after layout
path | startpoint | endpoint | slack, ns | depth (start not counted)
max | rand_num[6] | rand_num[6] | 0.08 | 1
max reg2reg | rand_num[7] | rand_num[6] | 0.32 | 2
min in group clk0 | rand_num[2] | rand_num[3] | 0.38 | 0
min | rst_n | rand_num[2] | 0.26 | 1
min reg2reg | rand_num[2] | rand_num[3] | 0.38 | 0
max in group asynchronous | rst_n | rand_num[5] | 0.64 | 1
## logic make-up (layout without fill, tap and decap cells)
family / count (synthesis) / after routing / synth area share, %
xor gates and xnor gates: 3 / 3 / 11.3
buffers and inverters: 0 / 19 / 0
DFF: 8 / 8 / 88.7
## what timing repair did
action                                  4_1_cts  5_1_grt
gates resized                                18        0
hold buffers                                  0        0
setup buffers                                 2        0
endpoints found under the setup margin        8        0
Power is estimated from default activity; no workload was simulated.
