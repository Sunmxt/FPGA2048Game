## design.v

```verilog
module digit_mod(
    input SHIFT
    , input [3:0] NUM
    , output [7:0] ARR
    , input ASYNC_RST_L
    , output reg FINISH
);
    reg [1:0] cnt;
    reg [3:0] num;
    reg [7:0] out;
    reg [3:0] latch;
    reg [1:0] dig_cnt;
    assign ARR = out;
    always @(dig_cnt or cnt) FINISH <= dig_cnt == 0 && cnt == 0;
    always @(cnt or num) 
    begin
        if(num < 10) 
        begin
            case(cnt)
            0: out <= 0; 
            1:
                case(num)
                    9: out <= 8'h5C;
                    8: out <= 8'h7C;
                    7: out <= 8'h04;
                    6: out <= 8'h7C;
                    5: out <= 8'h5C;
                    4: out <= 8'h1C;
                    3: out <= 8'h54;
                    2: out <= 8'h74;
                    1: out <= 8'h00;
                    0: out <= 8'h7C;
                endcase
            2:
                case(num)
                    9: out <= 8'h54;
                    8: out <= 8'h54;
                    7: out <= 8'h04;
                    6: out <= 8'h54;
                    5: out <= 8'h54;
                    4: out <= 8'h10;
                    3: out <= 8'h54;
                    2: out <= 8'h54;
                    1: out <= 8'h00;
                    0: out <= 8'h44;
                endcase
            3:
                case(num)
                    9: out <= 8'h7C;
                    8: out <= 8'h7C;
                    7: out <= 8'h7C;
                    6: out <= 8'h74;
                    5: out <= 8'h74;
                    4: out <= 8'h7C;
                    3: out <= 8'h7C;
                    2: out <= 8'h5C;
                    1: out <= 8'h7C;
                    0: out <= 8'h7C;
                endcase
            endcase
        end
        else
            out <= 0;
    end
    always @(posedge SHIFT or negedge ASYNC_RST_L)
    begin
        if(!ASYNC_RST_L)
        begin
            cnt <= 0;
            num <= 0;
            dig_cnt <= 0;
            latch <= 0;
        end
        else
        begin
            cnt <= cnt + 1;
            if(cnt == 0)
            begin
                dig_cnt <= dig_cnt + 1;
                case(NUM)
                0:
                    case(dig_cnt)
                        0: num <= 10;
                        1: num <= 10;
                        2: num <= 10;
                        3: num <= 1;
                    endcase
                1:
                    case(dig_cnt)
                        0: num <= 10;
                        1: num <= 10;
                        2: num <= 10;
                        3: num <= 2;
                    endcase
                2:
                    case(dig_cnt)
                        0: num <= 10;
                        1: num <= 10;
                        2: num <= 10;
                        3: num <= 4;
                    endcase
                3:
                    case(dig_cnt)
                        0: num <= 10;
                        1: num <= 10;
                        2: num <= 10;
                        3: num <= 8;
                    endcase
                4:
                    case(dig_cnt)
                        0: num <= 10;
                        1: num <= 10;
                        2: num <= 1;
                        3: num <= 6;
                    endcase
                5:
                    case(dig_cnt)
                        0: num <= 10;
                        1: num <= 10;
                        2: num <= 3;
                        3: num <= 2;
                    endcase
                6:
                    case(dig_cnt)
                        0: num <= 10;
                        1: num <= 10;
                        2: num <= 6;
                        3: num <= 4;
                    endcase
                7:
                    case(dig_cnt)
                        0: num <= 10;
                        1: num <= 1;
                        2: num <= 2;
                        3: num <= 8;
                    endcase
                8:
                    case(dig_cnt)
                        0: num <= 10;
                        1: num <= 2;
                        2: num <= 5;
                        3: num <= 6;
                    endcase
                9:
                    case(dig_cnt)
                        0: num <= 10;
                        1: num <= 5;
                        2: num <= 1;
                        3: num <= 2;
                    endcase
                10:
                    case(dig_cnt)
                        0: num <= 1;
                        1: num <= 0;
                        2: num <= 2;
                        3: num <= 4;
                    endcase
                11:
                    case(dig_cnt)
                        0: num <= 2;
                        1: num <= 0;
                        2: num <= 4;
                        3: num <= 8;
                    endcase
                endcase
            end
        end
    end
endmodule
module display2048 (
    input CLK
    , input [63:0] NUMS
    , input REFRESH
    , input ASNYC_RST_L
    , output [5:0] STATE
    , output reg BUSY
    , output SCL
    , inout SDA    
);
    reg [1:0]div;
    reg[7:0] cmd;
    reg[5:0] state;
    reg[9:0] cnt;
    reg[3:0] num;
    reg pos_set;
    reg start;
    reg shift;
    wire busy;
    wire running;
    wire[7:0] mod_arr;
    wire mod_finish;
    assign STATE = state;
    ssd1780 display(div[1], cmd, SDA, SCL, start, ASNYC_RST_L, busy, running);
    digit_mod digmod(shift, num, mod_arr, ASNYC_RST_L, mod_finish);
    always @(state) BUSY <= state != 0 && state != 15;
    always @(posedge CLK or negedge ASNYC_RST_L)
    begin
        if(!ASNYC_RST_L)
        begin
            cmd <= 0;
            start <= 0;
            state <= 0;
            cnt <= 0;
            div <= 0;
            num <= 0;
            pos_set <= 0;
            shift <= 0;
        end
        else
        begin
            div <= div + 1;
            case(state)
            0: begin  
                cmd <= 8'h00; start <= 1;
                if(running) 
                    state <= 1;
                end
            1: if(!busy) 
               begin
                   case(cnt)
                   0: cmd <= 8'h8d;  
                   1: cmd <= 8'h14;
                   2: cmd <= 8'haf;
                   3: cmd <= 8'h20;
                   4: cmd <= 8'h02;
                   5: cmd <= 8'h00;
                   6: cmd <= 8'h10;
                   endcase
                   state <= 2;
               end
            2: if(busy)
               begin
                        start <= 0; state <= 3;
               end
            3: if(!running) 
                begin
                    if(cnt == 6)
                    begin
                        state <= 4;
                        cnt <= 8'h00;
                    end
                    else
                    begin
                        state <= 0;
                        cnt <= cnt + 1;
                    end
                end
            4:   
                if(pos_set)
                begin
                        start <= 1;
                        cmd <= 8'h40;
                        if(busy) state <= 7;
                end
                else
                begin  
                    start <= 1;
                    cmd <= 8'h00;
                    if(busy) 
                    begin
                        state <= 5;
                    end
                end
            5: if(!busy)
                begin
                    case(cnt[2:0])
                    0: cmd <= 8'h20;
                    1: cmd <= 8'h02;
                    2: cmd <= 8'h00;
                    3: cmd <= 8'h10;
                    4: cmd <= {4'hb, 1'b0, cnt[9:7]};
                    endcase
                    state <= 6;
                end
            6:  if(busy)
                begin
                    start <= 0; state <= 13;
                end
            13: if(!running)
                begin
                    if(cnt[2:0] == 4)
                    begin
                        pos_set <= 1;
                        state <= 13;
                        cnt[2:0] <= 0;
                    end
                    else
                    begin
                        cnt[2:0] <= cnt[2:0] + 1;
                        state <= 4;
                    end
                end
            7: 
                if(!busy) 
                begin
                    cmd <= 0;
                    state <= 10;
                end
            9: 
                if(!running)
                begin
                    cnt <= cnt + 1;
                    if(&{cnt[6:0]})
                    begin
                        if(&{cnt[9:7]})
                        begin
                            cnt <= 0;
                            state <= 11;  
                        end
                        else
                        begin
                            pos_set <= 0;
                            state <= 4;
                        end
                    end
                    else
                        state <= 4;
                end
            10: if(busy) 
                begin
                    state <= 9;
                    start <= 0;
                end
            11:
                if(REFRESH) 
                begin
                    state <= 12;
                    cnt <= 0;
                    cnt[6:4] <= 0;
                end
            12: 
                begin
                    start <= 1;
                    if(busy) state <= 19;
                    cmd <= 0;
                end
            19: if(!busy) 
                begin
                    case(cnt[6:4])
                    0: cmd <= 8'h20;
                    1: cmd <= 8'h02;
                    2: cmd <= 8'h00;
                    3: cmd <= 8'h12;
                    4: cmd <= 8'hb0 | {5'b0, cnt[3:2], 1'b0};
                    endcase
                    state <= 20;
                end
            20:
                if(busy)
                begin
                    start <= 0; state <= 21;
                end
            21: if(!running)
                begin
                    if(cnt[6:4] == 4)
                    begin
                        cnt[6:4] <= 0;
                        state <= 27;
                    end
                    else
                    begin
                        cnt[6:4] <= cnt[6:4] + 1;
                        state <= 12;
                    end
                end
            27: 
                begin
                    if(!running)
                    begin
                        start <= 1;
                        cmd <= 8'h40;
                        state <= 28;
                        case({cnt[3:2], cnt[1:0]})
                            0:  num <= NUMS[63:60];
                            1:  num <= NUMS[59:56];
                            2:  num <= NUMS[55:52];
                            3:  num <= NUMS[51:48];
                            4:  num <= NUMS[47:44];
                            5:  num <= NUMS[43:40];
                            6:  num <= NUMS[39:36];
                            7:  num <= NUMS[35:32];
                            8:  num <= NUMS[31:28];
                            9:  num <= NUMS[27:24];
                            10: num <= NUMS[23:20];
                            11: num <= NUMS[19:16];
                            12: num <= NUMS[15:12];
                            13: num <= NUMS[11:8];
                            14: num <= NUMS[7:4];
                            15: num <= NUMS[3:0];
                        endcase
                    end
                end
            28: if(running)
                begin
                    shift <= 0;
                    state <= 29;
                end
            29: if(!busy)
                begin
                    shift <= 1;
                    cmd <= mod_arr;
                    state <= 30;
                end
            30: if(busy) 
                begin
                    start <= 0;
                    state <= 31; 
                end
            31: if(!running)
                begin
                    if(!mod_finish)
                    begin
                        state <= 27;
                    end
                    else
                    begin
                        cnt <= cnt + 1;
                        if(cnt[1:0] == 2'b11)
                        begin
                            if(cnt[3:2] == 2'b11)
                                state <= 11;
                            else
                                state <= 12;
                        end
                        else
                            state <= 27;
                    end
                end
            endcase
        end
    end
endmodule
module i2c_master(
    input CLK
    , inout SDA
    , output SCL
    , output BUSY
    , output RUNNING
    , input START
    , input RESTART
    , output ADDR_SENT
    , input ASYNC_RST_L
    , inout[7:0] DATA
    , input[7:0] ADDR
);
    reg[7:0] addr;
    reg[7:0] data;
    reg[3:0] cnt;
    reg read_bit;    
    reg start;
    reg start_cond;  
    reg dat_sent;
    reg addr_sent;
    reg acked;
    reg scl;
    reg sda;
    reg stop;
    reg sda_input;
    reg ok;
    assign RUNNING = start;
    assign BUSY = start &  ~(start & addr_sent & ~stop & acked);
    assign SCL = scl;
    assign SDA = sda_input == 1 ? 1'bz : sda;
    assign ADDR_SENT = addr_sent;
    always @(posedge CLK or negedge ASYNC_RST_L)
    begin
        if(!ASYNC_RST_L)  
            begin
                start <= 0;
                scl <= 1;
                sda <= 1;
                stop <= 0;
                cnt <= 0;
                acked <= 0;
                dat_sent <= 0;
                read_bit <= 0;
                start_cond <= 0;
                addr_sent <= 0;
                sda_input <= 1;
                addr <= 0;
                data <= 0;
                ok <= 0;
            end
        else
            begin
                if(!start)
                begin
                    if(START)        
                    begin
                        start <= 1;
                        sda <= 0;
                        addr_sent <= 0;
                        dat_sent <= 0;
                        acked <= 0;
                        start_cond <= 0;
                        addr <= ADDR;
                        sda_input <= 0;
                        ok <= 0;
                    end
                end
                else
                begin
                    if(!addr_sent)
                    begin
                        if(!start_cond)
                        begin
                            start_cond <= 1;
                            scl <= 0;
                            cnt <= 0;
                            dat_sent <= 0;
                            read_bit <= addr[0];
                        end
                        else
                        begin
                            if(!scl)
                            begin
                                if(!dat_sent)
                                begin    
                                    sda <= addr[7];
                                    addr <= {addr[6:0], 1'b1};  
                                    dat_sent <= 1'b1;
                                end
                                else
                                begin    
                                    scl <= 1;
                                    if(cnt != 4'd8)  
                                    begin
                                        dat_sent <= 0;
                                        cnt <= cnt + 1;
                                    end
                                end
                            end
                            else
                            begin
                                if(!dat_sent)
                                begin
                                    scl <= 0; 
                                    if(cnt == 4'd8)
                                    begin
                                        dat_sent <= 1;  
                                        sda_input <= 1;
                                    end
                                end
                                else
                                begin
                                    cnt <= cnt + 1;
                                    sda <= 1;
                                    if(cnt != 4'd12)  
                                    begin
                                        if(!SDA)  
                                        begin
                                            acked <= 1;
                                            addr_sent <= 1;  
                                            sda_input <= read_bit;
                                        end
                                    end
                                    else  
                                        start <= 0;
                                end
                            end
                        end
                    end
                    else  
                    begin
                        if(stop)  
                        begin
                            sda_input = 0;
                            if(sda)
                            begin
                                if(scl)
                                    scl <= 0;
                                else
                                    sda <= 0;
                            end
                            else
                            begin
                                if(scl)
                                begin
                                    sda <= 1;
                                    start <= 0;
                                    stop <= 0;
                                end
                                else
                                    scl <= 1;
                            end
                        end
                        else
                        begin
                            if(acked)  
                            begin
                                if(!RESTART)
                                begin
                                    scl <= 0;
                                    if(!START)  
                                        stop <= 1;
                                    else
                                    begin  
                                        cnt <= 0;
                                        acked <= 0;
                                        dat_sent <= 0;
                                        if(!read_bit)
                                            data <= DATA;
                                    end
                                end
                                else
                                begin
                                    sda_input <= 0;
                                    case({sda, scl})  
                                        0: sda <= 1;
                                        1: scl <= 0;
                                        2: scl <= 1;
                                        3: start <= 0;
                                    endcase
                                end
                            end
                            else
                            begin  
                                if(cnt != 4'd8)
                                begin
                                    if(!scl)
                                        if(!read_bit)  
                                        begin
                                            if(!dat_sent)
                                            begin
                                                sda <= data[7];  
                                                data <= {data[6:0], 1'b1};
                                                dat_sent <= 1'b1;
                                            end
                                            else
                                                scl <= 1;   
                                        end
                                        else
                                        begin
                                            scl <= 1;
                                        end
                                    else
                                    begin
                                        scl <= 0;
                                        if(read_bit)  
                                            data <= {sda, data[7:1]};
                                        dat_sent <= 0;
                                        cnt <= cnt + 1;
                                    end
                                end
                                else
                                begin
                                    if(read_bit)  
                                    begin
                                        if(!dat_sent)
                                        begin
                                            sda_input <= 0;
                                            dat_sent <= 1;
                                        end
                                        else
                                        begin
                                            ok <= 1;
                                            if(START)
                                            begin
                                                if(sda)
                                                    sda <= 0;
                                                else
                                                begin
                                                    acked <= 1;
                                                    scl <= 1;
                                                    sda_input <= read_bit;
                                                end
                                            end
                                            else
                                                stop <= 1;
                                        end
                                    end
                                    else 
                                    begin
                                        if(!dat_sent)
                                        begin
                                            sda_input <= 1;
                                            dat_sent <= 1;
                                            scl <= 1;
                                        end
                                        else
                                        begin
                                            sda <= 1;
                                            if(SDA)
                                                cnt <= cnt + 1;
                                            else
                                            begin
                                                acked <= 1;
                                                ok <= 1;
                                                sda_input <= read_bit;
                                            end
                                            if(cnt == 4'd12)  
                                                start <= 0;
                                        end
                                    end   
                                end
                            end
                        end
                    end
                end
            end
    end
endmodule
module ssd1780(
    input CLK
    , input[7:0] CMD_DAT
    , inout SDA
    , output SCL
    , input START
    , input ASYNC_RST_L
    , output BUSY
    , output RUNNING
);
    reg start;
    reg[1:0] busy_mask;
    wire i2c_busy;
    wire addr_sent;
    assign BUSY = RUNNING & (i2c_busy | ~busy_mask[1]);
    i2c_master i2c(CLK, SDA, SCL, i2c_busy, RUNNING, START, 1'b0, addr_sent, ASYNC_RST_L, CMD_DAT, 8'h78);
    always @(negedge CLK or negedge ASYNC_RST_L)
    begin
        if(!ASYNC_RST_L)
        begin
            start <= 0;
            busy_mask <= 0;
        end
        else
        begin
            start <= START;
            if(RUNNING)
            begin
                if(!i2c_busy && !busy_mask[1])
                    busy_mask <= busy_mask + 1'b1;
            end
            else
            begin
                if(!start && START)
                    busy_mask <= 0;
            end
        end
    end
endmodule
```

## run.sh

```bash
#!/bin/bash
# OpenROAD 26Q1-2900-gdf79404cd8, Yosys 0.63+post, stock flow scripts
make -C /OpenROAD-flow-scripts/flow DESIGN_CONFIG=/design/flow/config.mk WORK_HOME=/design/flow/orfs finish
```

## config.mk

```make
export PLATFORM = sky130hd
export DESIGN_NAME = display2048
export DESIGN_NICKNAME = display2048
export VERILOG_FILES = /design/flow/design.v
export SDC_FILE = /design/flow/constraint.sdc
export NUM_CORES = 4
export LEC_CHECK = 1
export CORE_UTILIZATION = 50
```

## constraint.sdc

```tcl
current_design display2048

set clk_period 5.2
set clk_io_pct 0.2

create_clock -name clk0 -period $clk_period [get_ports {CLK}]

set non_clock_inputs [all_inputs -no_clocks]
set_input_delay [expr $clk_period * $clk_io_pct] -clock clk0 $non_clock_inputs
set_output_delay [expr $clk_period * $clk_io_pct] -clock clk0 [all_outputs]
```

==> design notes <==
No sink is reached through more buffers than the 2 on the longest clock path. Buffers added to address setup during post-CTS repair amount to 0. It got as far as clock tree synthesis (4_1_cts) and failed there.

The count of instances resized after the clock tree is built was 0; the count of endpoints without a timing constraint was 51. The tools report the total cells reported by yosys after synthesis as 750. The number of buffers inserted during clock tree synthesis is 5.

The share of the core filled by cells before placement was 52.0%; the post-synthesis chip area from yosys was 6010 um^2. The overall die width is 112 um. Maximum level of the CTS H-tree: 2. With the final HPWL from detailed placement at 12.5 mm, the number of instances in the synthesized netlist is 750. The port buffer count was 73.

The number of different library cells used by synthesis comes to 81. After its last routability iteration, the placer logged a weighted congestion of 0.932. The number of ports placed on the die boundary was 76. The flow did not finish. Buffers inserted to repair hold after CTS numbered 0.

According to the floorplan report, the die height is 112 um. The first error in the log reads "[error] [KeplerFormal.cpp:679] Workflow failed: Iso has multiple drivers: .SDA0, SDA$_DFFE_PN1P_.Q0". The standard cell area after detailed placement was 6780 um^2; the per-instance average area after synthesis was 8.02 um^2. The yosys synthesis warning count was 5. In this run the cell area of the synthesized design comes to 6010 um^2. The number of synthesized flops with an enable pin is 0. For the row count, the log shows 39. Per the CTS log, the root buffer master is sky130_fd_sc_hd__clkbuf_16.

The most common flop cell mapped by yosys was sky130_fd_sc_hd__dfrtp_1. The timer found 49 register pins that no clock reaches; their paths are not timed. Per the synth stats, the proportion of register bits with asynchronous set or reset is 93.8%. Per the synth log, the flip-flop and latch total comes to 81.
-- cells by family after synthesis --
logic type | count (synthesis) | synth area share (%)
AND/OR/NAND/NOR | 260 | 21.5
multiplexers | 20 | 3.56
XOR/XNOR | 8 | 1.17
adder cells (fa/ha/maj) | 21 | 4.37
latches | 5 | 1.25
AND-OR/OR-AND | 267 | 30.3
buffers and inverters | 92 | 6.14
flip-flops | 76 | 31.7
other | 1 | 0.0624
-- cell usage after synthesis (4+ instances only) --
cell	count	area, um^2
sky130_fd_sc_hd__and3_1	10	62.6
sky130_fd_sc_hd__nor3_1	19	95.1
sky130_fd_sc_hd__a21oi_1	58	290
sky130_fd_sc_hd__buf_2	13	65.1
sky130_fd_sc_hd__nand2_1	78	293
sky130_fd_sc_hd__mux2_2	11	124
sky130_fd_sc_hd__ha_1	21	263
sky130_fd_sc_hd__o41ai_1	4	35.0
sky130_fd_sc_hd__o211ai_1	9	67.6
sky130_fd_sc_hd__dlxtn_1	5	75.1
sky130_fd_sc_hd__a22oi_1	14	105
sky130_fd_sc_hd__a22o_1	8	70.1
sky130_fd_sc_hd__o21a_1	4	30.0
sky130_fd_sc_hd__o21ai_0	65	325
sky130_fd_sc_hd__o32ai_1	6	52.6
sky130_fd_sc_hd__and2_1	6	37.5
sky130_fd_sc_hd__or4_1	4	30.0
sky130_fd_sc_hd__nand3_1	21	105
sky130_fd_sc_hd__mux2i_1	9	90.1
sky130_fd_sc_hd__a2111oi_0	4	35.0
sky130_fd_sc_hd__nor4_1	7	43.8
sky130_fd_sc_hd__clkbuf_1	39	146
sky130_fd_sc_hd__dfrtp_1	70	1750
sky130_fd_sc_hd__xnor2_1	5	43.8
sky130_fd_sc_hd__o221ai_1	7	61.3
sky130_fd_sc_hd__a31oi_1	7	43.8
sky130_fd_sc_hd__a32o_1	6	60.1
sky130_fd_sc_hd__a21o_1	7	52.6
sky130_fd_sc_hd__a221oi_1	7	61.3
sky130_fd_sc_hd__nand2b_1	17	106
sky130_fd_sc_hd__a211oi_1	5	37.5
sky130_fd_sc_hd__a222oi_1	5	50.1
sky130_fd_sc_hd__nor2_1	64	240
sky130_fd_sc_hd__o31ai_1	8	60.1
sky130_fd_sc_hd__buf_1	5	18.8
sky130_fd_sc_hd__nor2b_1	9	56.3
sky130_fd_sc_hd__o22ai_1	7	43.8
sky130_fd_sc_hd__inv_1	32	120
-- per-stage QoR --
step                      util [%]  std cells  worst slack, ps  hold WS [ps]
after global placement        58.6        924             2420           424
after detailed placement      58.6        924             2370           435
after floorplan                  -        755             2740           413
