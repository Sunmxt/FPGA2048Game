===== /design/flow/run.sh =====
#!/bin/bash
# OpenROAD 26Q1-2900-gdf79404cd8, Yosys 0.63+post, stock flow scripts
make -C /OpenROAD-flow-scripts/flow DESIGN_CONFIG=/design/flow/config.mk WORK_HOME=/design/flow/orfs finish

===== /design/flow/constraint.sdc =====
current_design key_scan_4x4

set clk_period 1.0
set clk_io_pct 0.2

create_clock -name clk0 -period $clk_period [get_ports {CLK}]

set non_clock_inputs [all_inputs -no_clocks]
set_input_delay [expr $clk_period * $clk_io_pct] -clock clk0 $non_clock_inputs
set_output_delay [expr $clk_period * $clk_io_pct] -clock clk0 [all_outputs]

===== /design/flow/design.v =====
module encoder_42(
    input [3:0] IN
    , input EN
    , output[1:0] OUT
    , output EOUT
);
    reg[1:0] out;
    always @(IN)
    begin 
        if(IN <= 7)
            out <= 2'b11;
        else if(IN < 12)
            out <= 2'b10;
        else if(IN < 14)
            out <= 2'b01;
        else
            out <= 2'b00;
    end
    assign EOUT = ~{&{IN}} & EN;
    assign OUT = out & {2{EN}};
endmodule
module key_scan_4x4(
    input CLK
    , input [3:0] REACT
    , input ASYNC_RST_L
    , output [3:0] SCAN
    , output DET
    , output [3:0] LAST_CODE
);
    reg[3:0] last;
    reg[1:0] sig;
    reg[1:0] latch_sig;
    reg[3:0] scan_sig;
    reg det;
    reg latch_det;
    wire[1:0] encoded;
    wire eout;
    encoder_42 enc42(REACT, ASYNC_RST_L, encoded, eout);
    assign DET = det;
    assign SCAN = scan_sig; 
    assign LAST_CODE = last;
    always @(posedge CLK or negedge ASYNC_RST_L)
    begin
        if(!ASYNC_RST_L)
        begin
            sig <= 0;
            last <= 0;
            latch_det <= 0;
        end
        else
            begin
                if({&{REACT}})
                    sig <= sig + 1;
                else
                    last <= {sig, encoded};
                latch_det <= ~(&{REACT});
            end
    end
    always @(negedge CLK) det <= latch_det;
    always @(sig)
    begin
        case(sig)
            3: scan_sig <= 4'b1110;
            2: scan_sig <= 4'b1101;
            1: scan_sig <= 4'b1011;
            0: scan_sig <= 4'b0111;
        endcase
    end
endmodule

===== /design/flow/config.mk =====
export PLATFORM = sky130hd
export DESIGN_NAME = key_scan_4x4
export DESIGN_NICKNAME = key_scan_4x4
export VERILOG_FILES = /design/flow/design.v
export SDC_FILE = /design/flow/constraint.sdc
export NUM_CORES = 4
export LEC_CHECK = 1
export CORE_AREA = 10 10 70 70
export DIE_AREA = 0 0 80 80

==> impl_summary.log <==
[flow] final metrics
[metrics] Final Skew: 0.0550 ns
[metrics] critical path class: reg -> out
[metrics] maximum resistive drop on vdd: 0.000419 V
[metrics] Core Region: 3420 um^2
[metrics] maximum fanout along the worst path: 1
[metrics] Total Routed Length: roughly 990 um
[metrics] final antenna-violating net count: 0
[metrics] total grt overflow: 0
[metrics] Synth Cell Area: 387 um^2
[metrics] Antenna diodes: 0
[metrics] clock-pin slew of the registers on the worst-case setup and hold paths: 0.06 ns
[metrics] Max stage delay on crit path: around 0.28 ns
[metrics] Int Pwr: 1240 uW
[metrics] Reg2Reg Depth: 4
[metrics] I/O Buffers: 14
[metrics] final critical path time including I/O delays and setup: 1.39 ns
[metrics] ratio of cells with drive above 1 in the final layout: just over 60%
[metrics] Post-synth seq share: 50.5%
[metrics] Worst Setup SP: det$_DFF_N_
[metrics] final setup violating endpoints: 7
[metrics] kind of cell adding the most delay to the critical path: flip-flops
[metrics] relative contribution of combinational cells to total power: 56.7%
[metrics] clock network fraction of design power: between 15 and 20%
[metrics] die area: between 6000 and 7000 um^2
[metrics] CP Data Arrival Time: 1.19 ns
[metrics] Final Non-Filler Cells: 107
[metrics] Area growth, synth to finish: 89.6%
[metrics] Syn. warnings: 2
[metrics] clock latency on the worst-skew pair: between 0.3 and 0.4 ns
[metrics] Crit path required time: 0.80 ns
[metrics] part of the cycle the worst path needs: 139%
[metrics] total CTS buffers: 3
[metrics] fin worst setup slack: -0.393 ns
[metrics] status: finished, violations left
[metrics] Power Density: 2440 nW/um^2
[metrics] clock tree buffer depth: 2
[metrics] synthesized instance count: 31
[metrics] number of clock sinks: 8
[metrics] max-slew violation total from the final report: 0
[metrics] net switching share of the total power: 31.1%
[metrics] class of the most critical hold timing path: in -> async
[metrics] vias per cell: 3.02
[metrics] Placed Instances: between 90 and 100
[metrics] total half-perimeter wirelength after legalization and detailed placement: a little over 700 um
[metrics] horizontal extent of the die: 80 um
[metrics] y dimension of the die: 80 um
[metrics] global-route wire length before repair: 1760 um
[metrics] Hold Vio Cnt, Final: 0
[metrics] CTS Root Cell: clkbuf_4
[metrics] via count of the first global-routing pass: 381
[metrics] iteration tally of the first detailed-router pass: 2
[metrics] max cap viols: 0
[metrics] R2R Path End: sig[1]$_DFFE_PN0P_
[metrics] unrepaired setup endpoints after global routing: yes
[metrics] slew at the pin with the worst max-slew slack: 0.173 ns
[metrics] number of levels in the clock H-tree: 1
[metrics] highest clock rate: 0.718 GHz
[metrics] capturing element type of the critical path: primary output
[metrics] CTS tree: done
[metrics] number of design rule violations left after detail routing: 0
[metrics] post-DR wirelength/cell: 9.24 um
[metrics] Slew headroom: roughly 88%
[metrics] sequence of cells on the critical path: buf_2
[metrics] maximum number of pins on one net before global-route repair: 8
[metrics] Cell Type Count: 11
[metrics] fraction of power consumed by sequential logic: 26.9%
[metrics] I/O pin cnt: 15
[metrics] OpenROAD warning count: 32
[metrics] global placer's final weighted congestion: 0.727
[metrics] Avg Synthesized Cell Area: 12.5 um^2
[metrics] yosys stat cell total: 31
[metrics] routed vias: 323
[metrics] Pleak: 0.000339 uW
[metrics] core utilization before placement: 11.3%
[metrics] number of antenna violations at the first check in global routing: 0
[metrics] chip area estimate from yosys synthesis: between 300 and 400 um^2
[metrics] R2R Path Start: sig[1]$_DFFE_PN0P_
[metrics] violation count after the first detailed-routing iteration: 15
[metrics] Worst path slowest cell: dfxtp_1
[metrics] count of standard-cell rows: 21
[metrics] flops & latches, synth: 8
[metrics] fillers: about 370
[metrics] reg-to-reg setup timing slack: -0.18 ns
[metrics] violations in the final reports: setup timing
[metrics] crit path buf inv count: 1
[metrics] global routing usage summed across all routing layers: 3.28%
[metrics] total power: 1790 uW
[metrics] P_sw: 557 uW
[metrics] Startpoint Class: flip-flop
[Yosys cell counts]
library cell / number / share of area, %
o2bb2ai_1: 1 / 2.3
nand3b_1: 1 / 1.9
inv_1: 10 / 9.7
o221ai_1: 1 / 2.3
mux2_4: 3 / 12
dfrtp_1: 7 / 45
nand2_1: 1 / 0.97
ha_1: 4 / 13
nand4_4: 1 / 5.5
dfxtp_1: 1 / 5.2
xnor2_1: 1 / 2.3
[layer usage]
| metal | global-route usage (%) | wire length (um) |
|---|---|---|
| met1 | 3.98 | 411 |
| met2 | 5.30 | 476 |
| met3 | 0.909 | 54 |
| met4 | 1.41 | 46 |
| met5 | 0 | 0 |
[registers in the layout (all words and copies together) (netlist names)]
signal and cells:
det 1, last 4, latch_det 1, sig 2
[stage by stage]
stage	setup WS (ns)	hold WS, ns	area, um^2	utilization, %	TNS [ns]
3_5_place_dp	-0.441	0.514	614	18.0	-3.77
6_report	-0.393	0.304	733	21.5	-1.93
4_1_cts	-0.406	0.309	733	21.5	-1.94
5_1_grt	-0.441	0.329	733	21.5	-2.33
2_1_floorplan	-0.101	-0.0956	387	-	-0.101
3_3_place_gp	-0.443	0.504	614	18.0	-3.65
[area by class of cell]
cell class / count / area [um^2] / share of cell area, %
clock buffers: 4 / 26.3 / 3.58
clock inverters: 1 / 3.75 / 0.512
inverters: 9 / 36.3 / 4.95
multi-input cells: 13 / 204 / 27.8
flip-flops and latches: 8 / 195 / 26.6
well taps: 46 / 57.6 / 7.85
repair buffers: 26 / 210 / 28.7
[repair_timing]
action                     4_1_cts  5_1_grt
hold buffers                     0        0
pin swaps                        3        1
gates resized                   54        1
setup endpoints to repair       12        8
buffers inserted                 8        1
[power by group through the flow]
stage     clock, uW  combinational, uW  sequential (uW)
4_1_cts         298               1030              484
5_1_grt         325               1150              499
6_report        293               1020              483
[how the worst max path moves through the flow]
| stage | endpoint | slack [ns] | cells past startpoint |
|---|---|---|---|
| global route | SCAN[1] | -0.44 | 5 |
| finish | DET | -0.39 | 1 |
| CTS | DET | -0.41 | 1 |
[cell usage in the layout, fill, tap and decap left out, types with 3 or more instances in the layout]
cell,n
dfrtp_1,7
buf_2,9
buf_4,4
inv_1,4
buf_6,8
mux2_4,3
inv_2,5
dlygate4sd2_1,4
clkbuf_4,3
ha_4,4
[cell families after synthesis]
logic type      after synthesis  share of synthesized area [%]
compound gates                2                           4.53
xor+xnor                      1                           2.27
mux                           3                           11.6
flops                         8                           50.5
fa+ha+maj                     4                           12.9
simple gates                  3                           8.41
buf+inv                      10                           9.71
Power is estimated from default activity; no workload was simulated.
